===== /design/flow/run.sh =====
#!/bin/bash
# OpenROAD 26Q1-2900-gdf79404cd8, Yosys 0.63+post, stock flow scripts
make -C /OpenROAD-flow-scripts/flow DESIGN_CONFIG=/design/flow/config.mk WORK_HOME=/design/flow/orfs finish

===== /design/flow/config.mk =====
export PLATFORM = sky130hd
export DESIGN_NAME = barrel_shifter
export DESIGN_NICKNAME = barrel_shifter
export VERILOG_FILES = /design/flow/design.v
export SDC_FILE = /design/flow/constraint.sdc
export NUM_CORES = 4
export LEC_CHECK = 1
export CORE_UTILIZATION = 30
export SYNTH_HDL_FRONTEND = slang

===== /design/flow/constraint.sdc =====
current_design barrel_shifter

set clk_period 4.4
set clk_io_pct 0.2

create_clock -name clk0 -period $clk_period

set non_clock_inputs [all_inputs -no_clocks]
set_input_delay [expr $clk_period * $clk_io_pct] -clock clk0 $non_clock_inputs
set_output_delay [expr $clk_period * $clk_io_pct] -clock clk0 [all_outputs]

===== /design/flow/design.v =====
module barrel_shifter(
	input  logic [31:0] data_in,
	input  logic [4:0]  shift_amt,
	input  logic        dir,        
	output logic [31:0] data_out
);
	logic [31:0] s1, s2, s4, s8, s16;
	always_comb begin
		if (!dir)
			s1 = shift_amt[0] ? {data_in[30:0], 1'b0} : data_in;
		else
			s1 = shift_amt[0] ? {1'b0, data_in[31:1]} : data_in;
		if (!dir)
			s2 = shift_amt[1] ? {s1[29:0], 2'b0} : s1;
		else
			s2 = shift_amt[1] ? {2'b0, s1[31:2]} : s1;
		if (!dir)
			s4 = shift_amt[2] ? {s2[27:0], 4'b0} : s2;
		else
			s4 = shift_amt[2] ? {4'b0, s2[31:4]} : s2;
		if (!dir)
			s8 = shift_amt[3] ? {s4[23:0], 8'b0} : s4;
		else
			s8 = shift_amt[3] ? {8'b0, s4[31:8]} : s4;
		if (!dir)
			s16 = shift_amt[4] ? {s8[15:0], 16'b0} : s8;
		else
			s16 = shift_amt[4] ? {16'b0, s8[31:16]} : s8;
		data_out = s16;
	end
endmodule

==> metrics.yaml <==
critical_path:
  crit_slowest_cell: "clkdlybuf4s50_1"
  crit_buf_inv: 3
  end_kind: "output port"
  critPathMaxStageDelay_ns: 0.67
  critical_path_required_ns: 3.52
  criticalPathCategory: "primary input to output port"
  crit_fanout: 7
  crit_path_cell_trace: "clkdlybuf4s50_1, mux2i_1, a211oi_1, buf_4, a211oi_2, o32ai_1, a211oi_1, a311oi_1, clkdlybuf4s50_1"
  start_kind: "primary input"
  cp.arrival_ns: 3.44
  path_delay_family: "buffers and inverters"
pwr:
  pwr-share-clk_pct: 0
  p_seq_share_pct: 0
  power_mw: 0.757
  p_comb_share_pct: 100.0
  p_leak_nw: 2.34
  swShare_pct: 54.3
  power_switching_mw: 0.411
  p_int_mw: 0.346
  power.density_nw_per_um2: 130
  peakVddDrop_mv: 0.0665
global_routing:
  grt_pass1_vias: 5718
  grt.total_usage_pct: 30.8
  groute.layer.met3.usage_pct: 3.67
  grt_start_max_net_pins: 64
  use_met2_pct: 48.0
  grt_most_used_layer: "met2"
  grt_overflow_total: 0
  use_met1_pct: 42.6
  antenna_found_initial: 0
  grt_pass1_wl_um: 34200
clock_network:
  cts_setup_buffers: 0
  cts_resized: 0
  postCtsHoldBufs: 0
final_layout:
  final_cell_area_um2: 5830
  synthToLayoutAreaGrowth_pct: 31.8
  fillers: 1510
  drive_gt1_share_pct: 21.8
  nClkBuffers: 0
  regArea_um2: 0
  ff_count: 0
routing:
  wl_per_cell_um: 23.9
  drc: 0
  final_antenna_net_count: 0
  vias: 5962
  dr.pass1.iters: 6
  drt-vias-per-instance: 6.30
  drt_iter0_drc: 756
  n_antenna_cell: 0
  wl_um: 22600
synth:
  syn_avg_cell_area_um2: 6.77
  seq_area_frac_synth_pct: 0
  synth_top_area_share_pct: 13.3
  synth.distinct_cells: 70
  syn_area_um2: 4430
  ys_cells: 654
  netlist.top_cell.by_area: "mux2i_1"
  yosys_area_um2: 4430
  yosys_warnings: 0
  top_cell: "nand2_1"
  ys_top_cells_by_count: "76 x nand2_1, 67 x nor2_1, 59 x mux2i_1"
  syn_inst: 654
  area_leaders: "mux2i_1 13%, mux4_2 6.6%, nand2_1 6.4%"
final_timing:
  finalCritPeriodShare_pct: 98.2
  setup_slack_ns: 0.0788
  tns_ns: 0
  maxSlewHeadroom_pct: 55.4
  worst_pin_slew_ns: 0.665
  rsz0062_at_grt: "no"
  final_max_slew_viol_count: 0
  fmax_ghz: 0.231
  hold_viol_final: 0
  min_period_ns: 4.32
  setup_violations: 0
floorplan:
  die_w_um: 123
  chipArea_um2: 15200
  fp_util_pct: 30.6
  die_h_um: 123
  row_count: 44
  core_area_um2: 14500
  io_pins: 70
flow_run:
  warning_count: 32
  cap_violations: 0
placed_design:
  io_buffers: 70
  globalplace.congestion: 1.05
  placed_area_um2: 5790
  hpwl_um: 17700
  place_ws_ns: 0.0392
status:
  outcome: "complete, no violations"
hold_path:
  hold_class: "primary input to output port"
[power by group through the flow]
stage                 registers (mW)  logic, mW  clock network (mW)
after CTS                          0      0.741                   0
after global routing               0      0.810                   0
final                              0      0.757                   0
[layer usage]
metal | wire length (um) | share of wire, %
met5 | 0 | 0
met4 | 1080 | 4.8
met3 | 1860 | 8.2
met2 | 10300 | 46
met1 | 9380 | 41
[path summary, 6_finish.rpt]
| kind | from | to | depth (start not counted) |
|---|---|---|---|
| setup / recovery | data_in[23] | data_out[28] | 9 |
| hold / removal | shift_amt[2] | data_out[24] | 5 |
[through the flow]
stage | util [%] | std cells | hold WS, ns
final | 40.3 | 947 | 2.73
after global routing | 40.3 | 947 | 2.81
after CTS | 40.0 | 947 | 2.72
after detailed placement | 40.0 | 947 | 2.72
after global placement | 40.0 | 947 | 2.72
after floorplan | - | 654 | 1.92
[layout make-up]
cell class / instances / area, um^2 / share of cell area, %
inverter: 10 / 37.5 / 0.644
tap: 184 / 230 / 3.95
multi-input combinational: 577 / 4010 / 68.7
timing repair buffer: 176 / 1560 / 26.7
[logic make-up (layout without fill, tap and decap cells)]
logic type | Yosys count | in the layout | synth area share (%)
AND-OR/OR-AND | 255 | 255 | 41.0
XOR/XNOR | 1 | 1 | 0.198
buffers and inverters | 77 | 186 | 10.1
multiplexers | 91 | 91 | 25.0
AND/OR/NAND/NOR | 230 | 230 | 23.7
[layout by cell type (no fill, tap or decap), types with 7 or more instances in the layout]
cell type,count
and3_1,7
mux2i_1,59
o211ai_1,14
a221o_1,7
a211oi_1,28
nand2_1,76
o21ai_0,43
a22oi_1,10
nor3_1,19
nor2_1,67
clkdlybuf4s50_1,62
mux4_2,13
inv_1,8
buf_4,103
nand2b_1,14
nand3_1,12
mux2_2,16
a21oi_1,48
o22ai_1,11
a31oi_1,12
nor2b_1,14
Power and IR drop assume default switching activity.
