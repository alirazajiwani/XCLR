==> design/flow/run.sh <==
#!/bin/bash
# OpenROAD 26Q1-2900-gdf79404cd8, Yosys 0.63+post, stock flow scripts
make -C /OpenROAD-flow-scripts/flow DESIGN_CONFIG=/design/flow/config.mk WORK_HOME=/design/flow/orfs finish
==> design/flow/config.mk <==
export PLATFORM = sky130hd
export DESIGN_NAME = Adder_Tree
export DESIGN_NICKNAME = Adder_Tree
export VERILOG_FILES = /design/flow/design.v
export SDC_FILE = /design/flow/constraint.sdc
export NUM_CORES = 4
export LEC_CHECK = 1
export CORE_UTILIZATION = 30
export SYNTH_HDL_FRONTEND = slang
==> design/flow/constraint.sdc <==
current_design Adder_Tree

set clk_period 5.5
set clk_io_pct 0.2

create_clock -name clk0 -period $clk_period [get_ports {clk}]

set non_clock_inputs [all_inputs -no_clocks]
set_input_delay [expr $clk_period * $clk_io_pct] -clock clk0 $non_clock_inputs
set_output_delay [expr $clk_period * $clk_io_pct] -clock clk0 [all_outputs]
==> design/flow/design.v <==
module Adder_Tree (
	input logic clk, reset,
	input logic [7:0] A, B,
	output logic [15:0] P
);
logic [7:0] a, b;
always_ff @ (posedge clk) begin	
	if (reset) begin
		a <= 0;
		b <= 0;
	end
	else begin
		a <= A;
		b <= B;
	end
end
logic [15:0] pp [7:0];
logic [15:0] a_ext;
genvar i;
assign  a_ext = {8'b0, a};
generate
	for (i = 0 ; i < 8 ; i ++) begin : partialproducts
		assign pp[i] = b[i]? (a_ext << i) : 16'b0;
	end
endgenerate
logic [15:0] s1 [3:0];
generate
	for (i = 0 ; i < 8 ; i = i + 2) begin : level1
		assign s1[i/2] = pp[i]+pp[i+1];
	end
endgenerate
logic [15:0] s2 [1:0];
generate
	for (i = 0 ; i < 4 ; i = i + 2) begin : level2
		assign s2[i/2] = s1[i]+s1[i+1];
	end
endgenerate
logic [15:0] p;
assign p = s2[0] + s2[1];
always_ff @ (posedge clk) begin	
	if (reset) P <= 0;
	else P <= p;
end
endmodule 
==> impl_metrics.ini <==
; synthesis and place-and-route metrics
[setup_path]
cp-end-kind = flop
arrival_ns = 5.27
crit_chain = and2_1 -> ha_1 -> fa_1 -> a21o_1 -> a21oi_1 -> o21bai_1 -> a21oi_1 -> xnor2_1 -> fa_1 -> inv_1 -> fa_1 -> fa_1 -> inv_1 -> ha_1 -> nand2b_1 -> a211oi_1 -> o21a_1 -> o21ai_0 -> nor3b_1
cp_max_fo = 8
cp-startpoint = a[1]
critPathKind = reg2reg
slowest_delay_ns = 0.54
critical_path.startpoint_type = flop
crit_required_ns = 5.66
worstRegToRegCells = 19
r2r-end = P[11]
slowest_stage = fa_1
crit_path_frequent_cell = fa_1
rr_startpoint = a[1]
reg2reg_slack_ns = 0.39

[power_and_ir_drop]
power_leakage_nw = 1.781
pwr-share-comb = 0.221
power_density_nw_per_um2 = 169.1
p_seq_frac = 0.415
pwr-share-clk = 0.364
power.internal_uw = 456.3
p_sw_uw = 177.3
p_sw_frac = 0.2798
max-vdd-ir-drop_mv = 0.1027

[floorplanning]
ioPinCount = 34
initCoreUtil = 0.3157
die_w_um = 104.4
die_h_um = 104.4
coreArea_sq_um = 9955
rows = 36
die-area_sq_um = 10890

[timing]
fin_skew_ns = 0.006369
finalClockPeriodUsage = 0.9294
worst_pin_slew_ns = 0.5413
finalSetupViolCount = 0
rsz0062_at_grt = no
slew_violations = 0
final_hold_viol_count = 0
slew_headroom = 0.6370
fin_crit_ns = 5.112
fmax_mhz = 195.6
setup_tns_ns = 0

[yosys]
yosys-top-cells-area = dfxtp_1 (20%), ha_1 (18%), fa_1 (15%)
most_common_cell = and2_1
syn-cell-area_sq_um = 3143
synth.largest_area_cell = dfxtp_1
avgSynthCellArea_sq_um = 8.929
ys_seq_share = 0.2038
ys_warn_count = 0
top_cells_by_count = and2_1 (56), ha_1 (45), inv_1 (39), dfxtp_1 (32), nor2b_1 (27)
edf_count = 0
synth_cells = 352
ff_type = dfxtp_1
ys_ff = 32
synth.top_cell.area_share = 0.2038
synth-async-reset-ratio = 0
ys_types = 31
ys_cells = 352
yosys_area_sq_um = 3143

[place]
place_hpwl_um = 5020
gp_congestion = 0.9144
port_buffers = 33
placed_cells = 516
place_area_sq_um = 3636

[route]
viasPerCell = 4.540
wl_um = 6226
vias = 2379
wire_per_inst_um = 11.88
diodes = 0
drc = 0
first_pass_iters = 5
antenna_left = 0
drt_iter0_drc = 62

[clock_tree]
cts_buffers = 5
cts_setup_buffers = 0
cts_tree = done
clk_pin_slew_worst_paths_ns = 0.08
clock-root-buffer = clkbuf_8
htree_levels = 2
clk_latency_ns = 0.28
postCtsHoldBufs = 0
cts-resized-gates = 0
cts.sinks = 32
cts_buffer_depth = 2

[global_routing]
gr-total-overflow = 0
top_usage_layer = met2
grt_pass1_wl_um = 10590
grt_use_met1 = 0.1778
grt_max_degree = 34
grt_use_total = 0.1226
grt_use_met3 = 0.01595
antenna_found_initial = 0
grt_util_met2 = 0.2067
grt_pass1_vias = 2283

[status]
outcome = finished, final reports clean

[worst_hold_path]
whs_endpoint = P[0]
hold_path.class = reg2reg
hold-path-cell-count = 2
hp-start = b[0]

[run]
log.warning_count = 25
max_cap_viol_count = 0

[cells_and_area]
syn_to_final_growth_pct = 19.23
final_cell_area_sq_um = 3747
drive_gt1_frac = 0.02558
layoutNonFillerInstCount = 524
layer usage:
layer | vias up | share of wire
met1 | 1097 | 0.49
met5 | - | 0
met4 | 0 | 0.0043
li1 | 1243 | -
met2 | 37 | 0.47
met3 | 2 | 0.032
cells by family after synthesis:
family	after synthesis	synth area share
AND-OR/OR-AND	58	0.1242
XOR/XNOR	21	0.05852
adder cells (fa/ha/maj)	69	0.3320
buffers and inverters	42	0.05016
flip-flops	32	0.2038
multiplexers	1	0.003583
AND/OR/NAND/NOR	129	0.2277
critical path, delay by kind of cell (launching register included):
kind | cells | cell delay (ns)
xor+xnor | 1 | 0.10
simple gates | 3 | 0.45
buf+inv | 2 | 0.09
flops | 1 | 0.38
fa+ha+maj | 6 | 2.50
compound gates | 7 | 1.46
flip-flops by register name, summed over array words and instances (netlist names):
signal / count
a: 8
P: 16
b: 8
worst max-delay path by stage:
| stage | depth (start not counted) | to | slack (ns) |
|---|---|---|---|
| final | 19 | P[11] | 0.39 |
| after global routing | 19 | P[14] | 0.09 |
| after CTS | 19 | P[14] | 0.41 |
area by class of cell:
class | instances | area (sq um)
clock buffer | 5 | 68.82
clock inverter | 3 | 42.54
fill | 1006 | 6207
inverter | 39 | 146.4
multi-input combinational | 278 | 2345
sequential | 32 | 640.6
tap | 133 | 166.4
timing repair buffer | 34 | 337.8
per-stage QoR:
step / util / power [mW] / worst slack, ns / hold WS (ns)
6_report: 0.3764 / 0.6335 / 0.3881 / 0.5322
3_5_place_dp: 0.3653 / 0.4105 / 0.4407 / 0.5419
4_1_cts: 0.3764 / 0.6456 / 0.4119 / 0.5567
5_1_grt: 0.3764 / 0.6804 / 0.08706 / 0.5926
2_1_floorplan: - / 0.3533 / 0.7458 / 0.4542
3_3_place_gp: 0.3653 / 0.4096 / 0.5534 / 0.5390
layout by cell type, fill, tap and decap left out, drive strengths merged, types with 2 or more instances in the layout:
cell and n:
a211oi 9, a21o 7, a21oi 12, a221o 2, and2 56, clkbuf 5
clkdlybuf4s50 33, dfxtp 32, fa 24, ha 45, inv 39, nand2 11
nor2 22, nor2b 27, nor3 8, nor3b 2, o21a 9, o21ai 11
o21bai 3, xnor2 9, xor2 12
power by group through the flow:
stage     clock [mW]  sequential [mW]  combinational (mW)
6_report       0.230            0.263               0.140
5_1_grt        0.250            0.266               0.164
4_1_cts        0.240            0.263               0.143
Power is estimated from default activity; no workload was simulated.
