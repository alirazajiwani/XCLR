File: design/flow/run.sh
#!/bin/bash
# OpenROAD 26Q1-2900-gdf79404cd8, Yosys 0.63+post, stock flow scripts
make -C /OpenROAD-flow-scripts/flow DESIGN_CONFIG=/design/flow/config.mk WORK_HOME=/design/flow/orfs finish
File: design/flow/config.mk
export PLATFORM = sky130hd
export DESIGN_NAME = Multiplier8x8
export DESIGN_NICKNAME = Multiplier8x8
export VERILOG_FILES = /design/flow/design.v
export SDC_FILE = /design/flow/constraint.sdc
export NUM_CORES = 4
export LEC_CHECK = 1
export CORE_UTILIZATION = 50
export SYNTH_HDL_FRONTEND = slang
File: design/flow/constraint.sdc
current_design Multiplier8x8

set clk_period 14.8
set clk_io_pct 0.2

create_clock -name clk0 -period $clk_period [get_ports {clk}]

set non_clock_inputs [all_inputs -no_clocks]
set_input_delay [expr $clk_period * $clk_io_pct] -clock clk0 $non_clock_inputs
set_output_delay [expr $clk_period * $clk_io_pct] -clock clk0 [all_outputs]
File: design/flow/design.v
module Multiplier8x8(
	input logic clk, EA, EB, rst,
	input logic [7:0] A, B,
	output logic [15:0] P
);
logic [7:0] A_out, B_out;
logic [15:0] P_out;
ff#(8) ff1(.clk(clk),.reset(rst),.enable(EA),.d(A),.q(A_out));
ff#(8) ff2(.clk(clk),.reset(rst),.enable(EB),.d(B),.q(B_out));
ff#(16) ff3(.clk(clk),.reset(rst),.enable(1),.d(P_out),.q(P));
Multiplier M1(.a(A_out),.b(B_out),.p(P_out));
endmodule
module ff#(parameter N)(
	input logic clk, reset, enable, 
	input logic [N-1:0] d,
	output logic [N-1:0] q
);
always @(posedge clk) begin
	if (reset) q <= 0;
	else q <= (enable)? d : q;
end
endmodule
module Multiplier(
	input  logic [7:0]  a,
	input  logic [7:0]  b,
	output logic [15:0] p
);
logic [7:0] pp [7:0];      
logic [15:0] sum [7:0];   
logic [7:0] carry;        
genvar i;
generate
	for (i = 0; i < 8; i++) begin : GEN_PP
		AND_chain #(8) ands (
			.a(a),
			.b(b[i]),
			.z(pp[i])
		);
	end
endgenerate
assign sum[0] = {8'b0, pp[0]};
generate
	for (i = 1; i < 8; i++) begin : GEN_ADD
		RCA #(16) rcas (
			.a(sum[i-1]),
			.b({pp[i], {i{1'b0}}}),
			.cin(1'b0),
			.s(sum[i]),
			.cout(carry[i])
		);
	end
endgenerate
assign p = sum[7];
endmodule
module RCA #(parameter N = 8)(
	input  logic [N-1:0] a,
	input  logic [N-1:0] b,
	input  logic         cin,
	output logic [N-1:0] s,
	output logic         cout
);
logic [N:0] c;
assign c[0] = cin;
genvar i;
generate
	for (i = 0; i < N; i++) begin : GEN_FA
		FA fa (
			.a(a[i]),
			.b(b[i]),
			.cin(c[i]),
			.s(s[i]),
			.cout(c[i+1])
		);
	end
endgenerate
assign cout = c[N];
endmodule
module AND_chain #(parameter N = 8)(
	input  logic [N-1:0] a,
	input  logic b,
	output logic [N-1:0] z
);
assign z = a & {N{b}};
endmodule
module FA (
	input  logic a,
	input  logic b,
	input  logic cin,
	output logic s,
	output logic cout
);
assign s = a ^ b ^ cin;
assign cout = (a & b) | (cin & (a ^ b));
endmodule
==> flow_summary.json <==
{
  "slew-limit-headroom_pct": 62.0,
  "seqPwrFrac_pct": 51.8,
  "portBuffers": 35,
  "switching_share_pct": 24.9,
  "coreArea_mm2": 0.00482,
  "cpMaxStageDelayCell": "fa_1",
  "clk_path_buf_depth": 2,
  "tritoncts": "done",
  "chipArea_mm2": 0.00537,
  "path_max_fanout": 9,
  "required_ns": 14.96,
  "post_synth_inst_count": 244,
  "setup_violations": 0,
  "synth_area_per_cell_um2": 10.4,
  "grt_usage_pct": 18.0,
  "path_class": "reg2reg",
  "grt_start_max_net_pins": 33,
  "cp_slowest_stage_delay_ns": 0.54,
  "area_growth_syn_to_layout_pct": 18.1,
  "vias": 1587,
  "cts_made_buffers": 5,
  "initial_core_util_pct": 52.8,
  "synth_top_area_share_pct": 37.8,
  "period_used_pct": 64.4,
  "status": "completed",
  "tns_ns": 0,
  "drv_slew": 0,
  "yosysMostFrequentCell": "fa_1",
  "drc": 0,
  "cts-htree-levels": 2,
  "routed_via_density": 4.57,
  "hold_buffers": 0,
  "yosys_warnings": 0,
  "rsz0062_at_grt": "false",
  "path_common_cell": "fa_1",
  "cp_top_family": "adder cells",
  "drive_above_1_share_pct": 2.50,
  "yosys-top-cells-area": "fa_1 38%, dfxtp_1 25%, and2_1 10%",
  "ys_chip_area_mm2": 0.00254,
  "timing.critical_path.to_type": "flip-flop",
  "synth.largest_area_cell": "fa_1",
  "num_rows": 25,
  "dpl.hpwl_mm": 3.00,
  "p_switching_uw": 46.5,
  "finClkSkew_ns": 0.00325,
  "synth-edff-count": 0,
  "drtPass1Iterations": 4,
  "fmax_mhz": 105,
  "clock-sinks": 32,
  "flop_cell": "dfxtp_1",
  "first_global_vias": 1685,
  "tightest_slew_ns": 0.569,
  "totalWireLength_mm": 3.61,
  "critPathBufInv": 7,
  "cts.repair.resized": 0,
  "utilization_pct": 62.3,
  "hold-path-cell-count": 2,
  "chipHeight_um": 73.3,
  "warnings": 26,
  "grt_antenna_before_repair": 0,
  "max-vdd-ir-drop_mv": 0.0554,
  "p_leak_uw": 0.00139,
  "grt_pass1_wl_mm": 7.05,
  "clkPwrFrac_pct": 32.2,
  "pwr-share-comb_pct": 16.0,
  "synthArstFlopShare_pct": 0,
  "start_kind": "flip-flop",
  "antennaDiodeCount": 0,
  "hold_class": "reg2reg",
  "synth_cell_types": 13,
  "fp.dieW_um": 73.3,
  "ys_ff": 32,
  "yosysSeqAreaShare_pct": 25.2,
  "drv_cap": 0,
  "grt_overflow_total": 0,
  "synthesis.area_mm2": 0.00254,
  "drtAntennaViolNets": 0,
  "clockRootBuffer": "clkbuf_8",
  "ff2ff_path_depth": 29,
  "internal_power_uw": 140,
  "ios": 36,
  "path_depth": 29,
  "post_drt_wl_per_cell_um": 10.4,
  "clkLatencyLatePin_ns": 0.27,
  "period_minus_slack_ns": 9.53,
  "post_cts_buffers": 0,
  "crit_arrival_ns": 9.68,
  "path_clk_slew_ns": 0.06,
  "routabilityCongestion": 0.753,
  "drt_iter0_markers": 50,
  "finalHoldViolCount": 0,
  "ys_cells": 244,
  "netlist_top_cells_count": "48 x fa_1, 41 x and2_1, 37 x inv_1, 32 x dfxtp_1, 24 x nor2_1",
  "power_density_mw_per_mm2": 62.2
}
## stage by stage
step	std cells	power, uW	hold WS (ns)	instance area (um2)	worst slack, ns
6_report	347	187	0.552	3000	5.27
2_1_floorplan	244	116	0.466	2540	5.52
3_3_place_gp	340	130	0.545	2930	5.28
3_5_place_dp	340	130	0.550	2930	5.21
4_1_cts	347	192	0.565	3000	5.20
5_1_grt	347	201	0.608	3000	4.73
## layer usage
layer / vias to the layer above / GRT usage (%) / routed length [um]
li1: 783 / - / -
met1: 774 / 28.3 / 1680
met2: 25 / 29.6 / 1770
met3: 5 / 3.19 / 124
met4: 0 / 1.92 / 37
met5: - / 0 / 0
## final cells by class
class	instances	area [um2]
well taps	67	83.8
flip-flops and latches	32	641
clock buffers	6	72.6
multi-input cells	168	1700
repair buffers	36	358
inverters	37	139
fillers	425	1810
clock inverters	1	5.00
## worst register-to-register path, delay by kind of cell, from the launching register on
family | cells | cell delay (ns)
adders and majority gates | 20 | 8.29
and+or+nand+nor | 2 | 0.22
DFF | 1 | 0.48
buffers and inverters | 7 | 0.41
## cell families (layout without fill, tap and decap cells)
logic type	after synthesis	count (layout)	share of synthesized area (%)
and+or+nand+nor	96	96	19.0
adders and majority gates	56	56	41.7
buffers and inverters	44	80	7.77
DFF	32	32	25.2
muxes	16	16	6.30
## path summary, 6_finish.rpt
path,startpoint,end,slack [ns]
setup / recovery,ff2.q[1]$_SDFFE_PP0P_,ff3.q[14]$_SDFF_PP0_,5.27
hold / removal,ff1.q[0]$_SDFFE_PP0P_,ff3.q[0]$_SDFF_PP0_,0.55
setup reg to reg,ff2.q[1]$_SDFFE_PP0P_,ff3.q[14]$_SDFF_PP0_,5.27
hold reg to reg,ff1.q[0]$_SDFFE_PP0P_,ff3.q[0]$_SDFF_PP0_,0.55
## state kept, by name, indices dropped and copies added (netlist names)
signal  cells
ff2.q       8
ff1.q       8
ff3.q      16
## power by group through the flow
stage     clock [uW]  combinational [uW]  sequential (uW)
4_1_cts         64.1                30.9             97.1
5_1_grt         67.5                35.4             98.0
6_report        60.2                29.9             96.9
## cell usage in the layout, fill, tap and decap left out, drive strengths merged
master,n
dfxtp,32
nand2,23
nor2,24
clkbuf,6
inv,37
and2,41
clkinv,1
nor2b,8
buf,1
ha,8
fa,48
mux2i,16
clkdlybuf4s50,35
Power figures rest on the tool's default switching activity, not on a simulated workload.
